## flow/design.v

```verilog
module shift_left(input[31 : 0] in, input[4 : 0] shift, output[31 : 0] out);
  integer i, j;
  genvar k;
  parameter N = 32;
  reg[1023 : 0] choices;
  always @ * begin
    for(i = 0; i < N; i = i + 1) begin
      for(j = 0; j < N; j = j + 1) begin
        choices[{i[4 : 0], j[4 : 0]}] <= (j <= i) ? in[i - j] : 1'b0;
      end
    end
  end
  generate
    for(k = 0; k < N; k = k + 1) begin
      assign out[k] = choices[32 * k + shift];
    end
  endgenerate
endmodule
module shift_right_signed(input[31 : 0] in, input[4 : 0] shift, output[31 : 0] out);
  integer i, j;
  genvar k;
  parameter N = 32;
  reg[1023 : 0] choices;
  reg[31 : 0] temp;
  always @ * begin
    for(i = 0; i < N; i = i + 1) begin
      for(j = 0; j < N; j = j + 1) begin
        choices[{i[4 : 0], j[4 : 0]}] <= (i + j < N) ? in[i + j] : in[31];
      end
    end
  end
  generate
    for(k = 0; k < N; k = k + 1) begin
      assign out[k] = choices[32 * k + shift];
    end
  endgenerate
endmodule
module sixtyfour_shift_left(input[63 : 0] in, output reg[63 : 0] out);
  integer i;
  parameter N = 64;
  always @ * begin
    for(i = 0; i < N; i = i + 1) begin
      out[i] <= (i != 0) ? in[i - 1] : 1'b0;
    end
  end
endmodule
module sixtyfour_shift_right_signed(input[63 : 0] in, output reg[63 : 0] out);
  integer i;
  parameter N = 64;
  always @ * begin
    for(i = 0; i < N; i = i + 1) begin
      out[i] <= (i != N - 1) ? in[i + 1] : in[63];
    end
  end
endmodule
```

## flow/run.sh

```bash
#!/bin/bash
# OpenROAD 26Q1-2900-gdf79404cd8, Yosys 0.63+post, stock flow scripts
make -C /OpenROAD-flow-scripts/flow DESIGN_CONFIG=/design/flow/config.mk WORK_HOME=/design/flow/orfs finish
```

## flow/config.mk

```make
export PLATFORM = sky130hd
export DESIGN_NAME = shift_left
export DESIGN_NICKNAME = shift_left
export VERILOG_FILES = /design/flow/design.v
export SDC_FILE = /design/flow/constraint.sdc
export NUM_CORES = 4
export LEC_CHECK = 1
export CORE_UTILIZATION = 30
export SYNTH_HDL_FRONTEND = slang
```

## flow/constraint.sdc

```tcl
current_design shift_left

set clk_period 2.3
set clk_io_pct 0.2

create_clock -name clk0 -period $clk_period

set non_clock_inputs [all_inputs -no_clocks]
set_input_delay [expr $clk_period * $clk_io_pct] -clock clk0 $non_clock_inputs
set_output_delay [expr $clk_period * $clk_io_pct] -clock clk0 [all_outputs]
```

==> run summary <==
The layout was made with Yosys and OpenROAD.

The vertical die dimension reported for this design is 79.0 µm. For reference, the final report shows the hold violation count at 0. The power share of the sequential group is 0. The kind of path behind the tightest hold check is in -> out. The number of violations of the max-capacitance limit is 0.

69 I/O pins were placed. At the floorplan stage, the core utilization is reported as 0.317. The static leakage is 1.65 nW. The DRC marker count from the first detailed-route iteration is 81. The layout sequential cell count is 0.

The post-detailed-route DRC marker count is 0. The iteration count recorded for the first detailed-route pass is 4. The mapped netlist covers 1780 µm².

The detailed router placed 2385 vias in this run. The critical path starts at shift[0]. The area added between synthesis and finish is 106%. Static timing analysis puts the maximum clock frequency at 401 MHz. In the synthesized netlist, the number of instances is 181. The share of total power dissipated in the clock network is 0. According to the floorplan report, the placeable core area is 5610 µm². Per the finish-stage timing summary, setup violations number 20. The post-synthesis simple-gate area fraction is 0.160. The number of standard cells reported by yosys is 181.

The number of antenna diodes in the final layout is 0. The via count of the first global-routing pass is 2399. RePlAce ended its routability-driven mode at a weighted congestion of 0.912.

The met1 track demand over resource is 0.365. After layout, the worst setup slack is -0.191 ns. Global routing put the most usage on met2. The maximum fanout encountered on the critical timing path is 7. STA classifies the critical path startpoint as a primary input.

For this run, the register share of the synthesized area comes to 0. For this design, the slowest cell found on the critical path is sky130_fd_sc_hd__mux4_2. In the finished design, the share of the clock period the worst path needs comes to 1.08.

The worst setup path is captured at a primary output. Routing resource usage on met2 recorded by global route was 0.407. Per the OpenROAD power report, switching power amounts to 0.000346 W. Yosys reports a chip area of 1780 µm².

Yosys reports the multiplexer fraction of the synthesized area as 0.562. The routed length per instance is 18.2 µm. In this run, the synthesized area fraction spent on AND-OR/OR-AND gates is recorded as 0.207. The worst vdd rail ir drop is 0.000124 V.

The clock buffer count in the final layout is 0. The initial antenna violation count is 0. The global-route total usage across every layer is 0.257.

Input and output buffers added on the ports amount to 69. Per the cell usage report, the commonest logic cell in the layout is sky130_fd_sc_hd__buf_4. Switching power as a fraction of the total was reported as 0.403. Setup repair after global routing could not meet its margin everywhere. The initialized floorplan defines 27 standard-cell rows. In the power breakdown, the internal column shows 0.000513 W. The total detailed-routing wirelength is 7680 µm.

The placed wire-length estimate after detailed placement is 5210 µm. The run finished, with violations left. The count of cells in the finished layout, fillers not included, comes to 422.

The floorplan die width is 79.0 µm. The stage logs contain a warning count of 34. The critical path data arrival time is 2.03 ns. The overall overflow remaining after global route is 0. The post-synthesis xor/xnor area fraction is 0. The ratio of routed vias to standard cells is 5.65. The endpoint required time on the critical path is 1.84 ns. The total number of yosys warnings is 0.

met3 track demand over resource after global routing is 0.0817. The area taken by multi-input combinational cells is reported as 1910 µm². The total placed cells including tap cells is 373.

Leaving out fill and tap cells, the most frequent cells in the layout are sky130_fd_sc_hd__buf_4, sky130_fd_sc_hd__buf_2, sky130_fd_sc_hd__buf_6. In the final layout, the share of cells above drive strength 1 is 0.763. The final reports fail on negative setup slack. The largest stage delay on the critical path is 0.57 ns. The count of different cell masters after synthesis is 40. The post-route minimum period is 2.49 ns.

Per the post-route antenna check, the number of violating nets is 0. The final max-slew violation count recorded for this run is 0. The die covers 6240 µm².

After synthesis, the largest family of logic cells by area is multiplexers. The flow reported a cell area power density of 235 nW/µm². Per the layout report, the design carries 431 filler cells.

Entering global routing, the biggest net connects 14 pins. At the pin with the least slew margin, the transition time is 0.265 ns. Listed in order, past its start point the critical path passes buf_16, buf_6, mux4_2, mux2_4, mux2i_2, buf_4, o21ai_2, buf_2. Per the post-synthesis stats, the area per cell is 9.82 µm². The critical path in this run is classified as in -> out. The report puts the hold buffer count at CTS at 0. Of the total power, combinational logic draws 1.000. The sequential cell area in the final layout is 0 µm². The final hold slack is 1.40 ns. The post-synthesis share of cell area spent on full adders, half adders and majority gates is 0. The first global-routing pass estimated 12000 µm of wire. Across all checked pins, the minimum headroom to the slew limit is 0.823. According to the timing report, the critical path is captured at out[31].
-- synthesized netlist by cell type (all sizes together), types with 2 or more instances --
cell / count / area, µm²
mux4: 32 / 777
nor2: 22 / 82.6
nand2: 14 / 52.6
mux2i: 11 / 110
buf: 10 / 80.1
clkbuf: 10 / 37.5
mux2: 10 / 113
o21ai: 7 / 35.0
a211oi: 6 / 45.0
a22oi: 6 / 45.0
o211ai: 5 / 37.5
a221oi: 4 / 47.6
a32o: 4 / 40.0
a21oi: 3 / 15.0
a22o: 3 / 26.3
and2: 3 / 18.8
and3: 3 / 18.8
nor2b: 3 / 18.8
nor3: 3 / 15.0
o22a: 3 / 27.5
or2: 3 / 18.8
a211o: 2 / 17.5
inv: 2 / 7.51
nand2b: 2 / 12.5
nor3b: 2 / 15.0
-- cell type report --
class,instances,share of cell area
multi-input combinational,159,0.521
timing repair buffer,189,0.452
tap,72,0.0246
inverter,2,0.00273
-- critical path: cells and delay by family --
| family | cells | cell delay (ns) |
|---|---|---|
| buffers and inverters | 4 | 0.47 |
| AND-OR/OR-AND | 1 | 0.04 |
| multiplexers | 3 | 1.06 |
-- layer usage --
layer	routed length (µm)	up-vias	part of all wire
met5	0	-	0
met4	125	0	0.016
met3	686	10	0.089
met2	3640	110	0.47
met1	3230	1159	0.42
li1	-	1106	-
-- power groups by stage --
stage	Sequential, W	Combinational, W	Clock (W)
6_report	0	0.000859	0
5_1_grt	0	0.000914	0
4_1_cts	0	0.000813	0
-- worst min path at each step --
stage	depth (start not counted)	start	slack, ns	endpoint
CTS	5	shift[2]	1.47	out[8]
global route	4	shift[2]	1.43	out[8]
finish	4	shift[2]	1.40	out[8]
-- logic make-up after synthesis --
logic type	after synthesis
simple gates	59
compound gates	47
mux	53
buf+inv	22
-- through the flow --
| stage | total power, W | setup TNS, ns | setup slack [ns] | cell area [µm²] | util |
|---|---|---|---|---|---|
| finish | 0.000859 | -1.36 | -0.191 | 3660 | 0.653 |
| global route | 0.000914 | -2.33 | -0.256 | 3660 | 0.653 |
| CTS | 0.000813 | -1.46 | -0.191 | 3580 | 0.638 |
| detailed placement | 0.000652 | -21.58 | -0.819 | 2990 | 0.534 |
| global placement | 0.000650 | -21.34 | -0.819 | 2990 | 0.534 |
| floorplan | 0.000300 | 0 | 0.0866 | 1780 | - |
-- what timing repair did --
action,CTS,global route
gates cloned,5,0
pin swaps,53,23
resized,308,31
setup endpoints to repair,32,26
buffers inserted,43,8
Power figures rest on the tool's default switching activity, not on a simulated workload.
